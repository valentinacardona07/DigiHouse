==> design/flow/run.sh <==
#!/bin/bash
# OpenROAD 26Q1-2900-gdf79404cd8, Yosys 0.63+post, stock flow scripts
make -C /OpenROAD-flow-scripts/flow DESIGN_CONFIG=/design/flow/config.mk WORK_HOME=/design/flow/orfs finish
==> design/flow/config.mk <==
export PLATFORM = sky130hd
export DESIGN_NAME = House
export DESIGN_NICKNAME = House
export VERILOG_FILES = /design/flow/design.v
export SDC_FILE = /design/flow/constraint.sdc
export NUM_CORES = 4
export LEC_CHECK = 1
export CORE_UTILIZATION = 30
==> design/flow/constraint.sdc <==
current_design House

set clk_period 7.8
set clk_io_pct 0.2

create_clock -name clk0 -period $clk_period [get_ports {CLK_50}]

set non_clock_inputs [all_inputs -no_clocks]
set_input_delay [expr $clk_period * $clk_io_pct] -clock clk0 $non_clock_inputs
set_output_delay [expr $clk_period * $clk_io_pct] -clock clk0 [all_outputs]
==> design/flow/design.v <==
module House
(
    input  wire       CLK_50,           
    input  wire       RESET_ALARM,      
    input  wire       BTN_ACTIVATE,
    input  wire       SMOKE_SENSOR,
    input  wire [1:0] SWITCH_POS,
    input  wire       LIMIT_UP_N,       
    input  wire       LIMIT_DOWN_N,     
    input  wire       PRESENCE_S1,
    input  wire       PRESENCE_S2,
    input  wire       LIGHTS_RESET_N,   
    input  wire       PIR_INPUT_1,
    input  wire       PIR_INPUT_2,
    output wire       BUZZER_OUT,
    output wire       LED_ALERT_OUT,
    output wire [3:0] STEPPER_OUT,
    output wire       SERVO_PWM1,
    output wire       SERVO_PWM2,
    output wire       LED_LIGHT_1,
    output wire       LED_LIGHT_2
);
    alarma u_alarma (
        .clk            (CLK_50),
        .reset          (RESET_ALARM),
        .btn_activate   (BTN_ACTIVATE),
        .smoke_detected (SMOKE_SENSOR),
        .buzzer         (BUZZER_OUT),
        .led_alert      (LED_ALERT_OUT)
    );
    platform u_platform (
        .clk        (CLK_50),
        .switch_pos (SWITCH_POS),
        .stop_Up    (LIMIT_UP_N),
        .stop_Down  (LIMIT_DOWN_N),
        .step_out   (STEPPER_OUT)
    );
    servo_principal u_servos (
        .clk        (CLK_50),
        .presence_1 (PRESENCE_S1),
        .presence_2 (PRESENCE_S2),
        .PWM1       (SERVO_PWM1),
        .PWM2       (SERVO_PWM2)
    );
    SmartLights u_lights (
        .clk         (CLK_50),
        .reset_n     (LIGHTS_RESET_N),
        .pir_input_1 (PIR_INPUT_1),
        .pir_input_2 (PIR_INPUT_2),
        .led_output_1(LED_LIGHT_1),
        .led_output_2(LED_LIGHT_2)
    );
endmodule
module SmartLights(
    input  wire clk,             
    input  wire reset_n,         
    input  wire pir_input_1,     
    input  wire pir_input_2,     
    output reg  led_output_1,            
    output reg  led_output_2             
);
    parameter CLK_FREQ_HZ   = 50_000_000;
    parameter HOLD_TIME_SEC = 5;
    localparam integer MAX_COUNT = CLK_FREQ_HZ * HOLD_TIME_SEC;
    localparam integer CNT_W     = 28;           
    wire pir1 = ~pir_input_1;                    
    wire pir2 = ~pir_input_2;                    
    reg [CNT_W-1:0] hold_cnt1 = 0;
    reg [CNT_W-1:0] hold_cnt2 = 0;
    always @(posedge clk or negedge reset_n) begin
        if (!reset_n) begin
            hold_cnt1 <= 0;
            led_output_1      <= 1'b0;
        end else if (pir1) begin
            hold_cnt1 <= 0;
            led_output_1      <= 1'b1;
        end else if (hold_cnt1 < MAX_COUNT) begin
            hold_cnt1 <= hold_cnt1 + 1'b1;
            led_output_1      <= 1'b1;
        end else begin
            led_output_1 <= 1'b0;
        end
    end
    always @(posedge clk or negedge reset_n) begin
        if (!reset_n) begin
            hold_cnt2 <= 0;
            led_output_2      <= 1'b0;
        end else if (pir2) begin
            hold_cnt2 <= 0;
            led_output_2      <= 1'b1;
        end else if (hold_cnt2 < MAX_COUNT) begin
            hold_cnt2 <= hold_cnt2 + 1'b1;
            led_output_2      <= 1'b1;
        end else begin
            led_output_2 <= 1'b0;
        end
    end
endmodule
module alarma (
    input wire clk,               
    input wire reset,             
    input wire btn_activate,      
    input wire smoke_detected,    
    output wire buzzer,           
    output wire led_alert         
);
    reg alarm_active = 0;
    reg btn_prev = 0;
    reg smoke_prev = 0;
    reg reset_prev = 0;
    reg [25:0] blink_counter = 0;   
    reg led_blink = 0;
    always @(posedge clk) begin
        if (reset && !reset_prev)
            alarm_active <= 0;
        else if ((btn_activate && !btn_prev) || (smoke_detected && !smoke_prev))
            alarm_active <= 1;
        btn_prev   <= btn_activate;
        smoke_prev <= smoke_detected;
        reset_prev <= reset;
    end
    always @(posedge clk) begin
        if (alarm_active) begin
            if (blink_counter >= 2_500_000) begin
                blink_counter <= 0;
                led_blink <= ~led_blink;
            end else begin
                blink_counter <= blink_counter + 1;
            end
        end else begin
            blink_counter <= 0;
            led_blink <= 0;
        end
    end
    assign buzzer    = ~alarm_active;          
    assign led_alert = ~(alarm_active && led_blink);  
endmodule
module platform(
    input clk,                    
    input [1:0] switch_pos,       
    input stop_Up,                
    input stop_Down,              
    output reg [3:0] step_out     
);
    parameter STEP_DELAY = 100_000;  
    reg [22:0] step_timer = 0;        
    reg [2:0] step_index = 0;         
    reg [3:0] step_sequence [0:7];
    initial begin
        step_sequence[0] = 4'b1000;  
        step_sequence[1] = 4'b1100;  
        step_sequence[2] = 4'b0100;  
        step_sequence[3] = 4'b0110;  
        step_sequence[4] = 4'b0010;  
        step_sequence[5] = 4'b0011;  
        step_sequence[6] = 4'b0001;  
        step_sequence[7] = 4'b1001;  
    end
    always @(posedge clk) begin
        if (step_timer >= STEP_DELAY) begin
            step_timer <= 0;
            case (switch_pos)
                2'b01: begin
                    if (stop_Up != 0) begin
                        if (step_index < 7)
                            step_index <= step_index + 1;
                        else
                            step_index <= 0;
                    end
                end
                2'b10: begin
                    if (stop_Down != 0) begin
                        if (step_index > 0)
                            step_index <= step_index - 1;
                        else
                            step_index <= 7;
                    end
                end
                default: begin
                    step_index <= step_index;
                end
            endcase
        end else begin
            step_timer <= step_timer + 1;
        end
        step_out <= step_sequence[step_index];
    end
endmodule
module servo_principal(
    input clk,                      
    input presence_1,              
    input presence_2,              
    output reg PWM1,               
    output reg PWM2                
);
    parameter PWM_PERIOD = 1_000_000;      
    parameter MIN_DUTY = 50_000;           
    parameter MAX_DUTY = 100_000;          
    parameter CLOSE_DELAY = 125_000_000;   
    reg [25:0] counter = 0;
    reg [25:0] duty_1 = MIN_DUTY;
    reg [31:0] timer_1 = 0;
    reg [25:0] duty_2 = MAX_DUTY;
    reg [31:0] timer_2 = 0;
    always @(posedge clk) begin
        if (counter >= PWM_PERIOD - 1)
            counter <= 0;
        else
            counter <= counter + 1;
        PWM1 <= (counter < duty_1) ? 1 : 0;
        PWM2 <= (counter < duty_2) ? 1 : 0;
    end
    always @(posedge clk) begin
        if (!presence_1) begin
            duty_1 <= MAX_DUTY;
            timer_1 <= 0;
        end else begin
            if (timer_1 < CLOSE_DELAY)
                timer_1 <= timer_1 + 1;
            else
                duty_1 <= MIN_DUTY;
        end
    end
    always @(posedge clk) begin
        if (!presence_2) begin
            duty_2 <= MIN_DUTY;
            timer_2 <= 0;
        end else begin
            if (timer_2 < CLOSE_DELAY)
                timer_2 <= timer_2 + 1;
            else
                duty_2 <= MAX_DUTY;
        end
    end
endmodule
==> out/qor.yml <==
die_w_um: 187
synthArstFlopShare: 0.270
tns_ns: 0
yosysWarnings: 4
cp_data_required_time_ns: 8.23
numCtsBuffers: 25
ys_types: 61
io_pins: 23
fp-utilization: 0.306
antenna_found_initial: 0
worstSetupPathType: "primary input to flop"
min_period_ns: 3.09
report.final.slew_viol_count: 0
cts_root_buf: "clkbuf_16"
fin_ws_ns: 4.71
place_congestion: 0.829
power.leakage_nw: 4.16
cts_setup_buffers: 0
total_power_mw: 2.41
postRouteAntennaNets: 0
rrSetupSlack_ns: 5.20
max_slew_margin: 0.408
hp-class: "flop to flop"
port_buffers: 22
cts_max_level: 1
synth_seq_share: 0.449
yosys-stat-area_mm2: 0.0103
core_mm2: 0.0337
drt_iter0_markers: 435
ir_drop_uv: 138
clock-sinks: 215
drv_cap: 0
cts.reportedPaths.clkPinSlew_ns: 0.06
layout-drive-gt1-share: 0.0540
antenna_cells: 0
cp-end-kind: "flop"
netlist.area_leader.share: 0.299
worst_slew_pin_slew_ns: 0.888
nFillCells: 3384
dieHeight_um: 187
top_area_cell: "dfxtp_1"
worstPathMaxFanout: 26
place_ws_ns: 4.18
synth-edff-count: 3
drt_wl_total_mm: 19.7
cp-start-kind: "primary input"
ys_ff: 215
timing.fmax_mhz: 323
ys.flop_type: "dfxtp_1"
grt_pass1_wl_mm: 34.7
grt_usage: 0.116
skew_ns: 0.00598
rsz0062_at_grt: "no"
ys_cells: 1169
syn_area_mm2: 0.0103
avgSynthCellArea_um2: 8.82
first_global_vias: 7421
cts_tree: "done"
drc: 0
clk_latency_ns: 0.51
die_area_mm2: 0.0351
powerDensity_mw_per_mm2: 203
grt.overflow.total: 0
via_count: 8173
dr.pass1.iters: 5
warnings: 32
hold_viol: 0
cts_buffer_depth: 3
drt-wirelength-per-cell_um: 11.9
dpl.hpwl_mm: 12.5
synthTopCellsByArea: "dfxtp_1 (30%), dfrtp_1 (14%), nand2_1 (4.0%)"
cts.repair.resized: 0
postCtsHoldBufs: 0
syn_inst: 1169
worstPathArrival_ns: 3.52
rows: 67
synthToLayoutAreaGrowth_pct: 15.1
finalCritPeriodShare: 0.396
setup-violations-final: 0
status: "finished, final reports clean"
viasPerCell: 4.95
grt_start_max_net_pins: 59
==> routing by layer <==
| metal | wire length (um) | GRT usage | vias up | share of wire |
|---|---|---|---|---|
| li1 | - | - | 4264 | - |
| met3 | 729 | 0.0165 | 33 | 0.037 |
| met4 | 476 | 0.0247 | 0 | 0.024 |
| met1 | 10100 | 0.183 | 3764 | 0.52 |
| met5 | 0 | 0 | - | 0 |
| met2 | 8340 | 0.171 | 112 | 0.42 |
==> through the flow <==
stage                     std cells  utilization  area, um^2  hold slack, ns
after detailed placement       1609        0.327       11000           0.429
after CTS                      1651        0.352       11900           0.436
after floorplan                1184            -       10400           0.415
after global routing           1651        0.352       11900           0.468
after global placement         1609        0.327       11000           0.418
final                          1651        0.352       11900           0.439
==> area by class of cell <==
class / instances / area, um^2 / share of cell area
Inverter: 45 / 169 / 0.0142
Tap cell: 448 / 561 / 0.0472
Sequential cell: 215 / 4620 / 0.390
Timing Repair Buffer: 31 / 283 / 0.0238
Clock buffer: 34 / 761 / 0.0641
Multi-Input combinational cell: 870 / 5370 / 0.453
Clock inverter: 8 / 97.6 / 0.00823
==> synthesized netlist by cell type, types with 35 or more instances <==
library cell    n
a21oi_1        75
nor4_1         41
mux2i_1        35
dfrtp_1        58
clkbuf_1       45
inv_1          42
nand2_1       109
o21ai_0        36
nand3_1        70
or4_1          36
dfxtp_1       154
nor2_1         93
==> flip-flops by register name, summed over array words and instances, names as in the netlist, 2 cells and up <==
name                    cells
u_alarma.blink_counter     26
u_lights.hold_cnt1         28
u_lights.hold_cnt2         28
u_platform.step_index       3
u_platform.step_out         4
u_platform.step_timer      23
u_servos.counter           26
u_servos.duty_1             2
u_servos.duty_2             2
u_servos.timer_1           32
u_servos.timer_2           32
==> placed cells by master (no fill, tap or decap), types with 35 or more instances in the layout <==
master     n
nand3_1   70
dfrtp_1   58
a21oi_1   74
nor4_1    41
or4_1     36
nand2_1  109
dfxtp_1  154
mux2i_1   35
nor2_1    93
inv_1     42
o21ai_0   36
==> cells by family (layout without fill, tap and decap cells) <==
group | after synthesis | count (layout) | synth area share
muxes | 36 | 36 | 0.0351
buffers and inverters | 99 | 118 | 0.0376
and+or+nand+nor | 532 | 532 | 0.274
xor gates and xnor gates | 53 | 53 | 0.0450
other | 1 | 16 | 0.000364
adders and majority gates | 28 | 28 | 0.0340
AOI/OAI and AO/OA | 205 | 205 | 0.126
DFF | 215 | 215 | 0.449
==> worst paths after layout <==
path	depth (start not counted)	from	endpoint
worst max-delay path	3	PRESENCE_S2	u_servos.timer_2[5]$_SDFFE_PN0N_
worst min-delay path	2	u_alarma.reset_prev$_DFF_P_	u_alarma.alarm_active$_SDFFE_PP0P_
worst max register to register	6	u_lights.hold_cnt1[19]$_DFFE_PN0P_	u_lights.hold_cnt1[27]$_DFFE_PN0P_
worst min register to register	2	u_alarma.reset_prev$_DFF_P_	u_alarma.alarm_active$_SDFFE_PP0P_
max in group asynchronous	2	LIGHTS_RESET_N	u_lights.hold_cnt2[20]$_DFFE_PN0P_
min in group asynchronous	2	LIGHTS_RESET_N	u_lights.hold_cnt1[9]$_DFFE_PN0P_
==> power by group <==
group / switching, mW / leakage, nW / internal [mW]
clock: 0.448 / 0.427 / 0.743
combinational: 0.0459 / 1.66 / 0.0351
sequential: 0.0147 / 2.07 / 1.13
==> critical path: stages <==
cell             delay (ns)
clkdlybuf4s50_1        0.98
clkinv_1               0.68
a21oi_1                0.29
No activity file was given, so power comes from the tool's default toggle rates.
