<file path="design/flow/config.mk">
export PLATFORM = sky130hd
export DESIGN_NAME = smart_light_system
export DESIGN_NICKNAME = smart_light_system
export VERILOG_FILES = /design/flow/design.v
export SDC_FILE = /design/flow/constraint.sdc
export NUM_CORES = 4
export LEC_CHECK = 1
export CORE_UTILIZATION = 50
</file>
<file path="design/flow/constraint.sdc">
current_design smart_light_system

set clk_period 3.5
set clk_io_pct 0.2

create_clock -name clk0 -period $clk_period [get_ports {clk}]

set non_clock_inputs [all_inputs -no_clocks]
set_input_delay [expr $clk_period * $clk_io_pct] -clock clk0 $non_clock_inputs
set_output_delay [expr $clk_period * $clk_io_pct] -clock clk0 [all_outputs]
</file>
<file path="design/flow/design.v">
module smart_light_system (
    input wire clk,
    input wire reset_n,
    input wire pir_input_1,
    input wire pir_input_2,
    output reg led_output_1,
    output reg led_output_2
);
parameter integer HOLD_TIME = 50_000_000;  
parameter WAITING     = 2'b00;
parameter DETECTED    = 2'b01;
parameter LED_ON_HOLD = 2'b10;
reg [1:0] state_1;
reg [25:0] counter_1;
always @(posedge clk or negedge reset_n) begin
    if (!reset_n) begin
        state_1 <= WAITING;
        counter_1 <= 0;
        led_output_1 <= 0;
    end else begin
        case (state_1)
            WAITING: begin
                if (pir_input_1) begin
                    state_1 <= DETECTED;
                    led_output_1 <= 1;
                    counter_1 <= HOLD_TIME;
                end
            end
            DETECTED: begin
                if (!pir_input_1) begin
                    state_1 <= LED_ON_HOLD;
                end
            end
            LED_ON_HOLD: begin
                if (counter_1 > 0)
                    counter_1 <= counter_1 - 1;
                else begin
                    state_1 <= WAITING;
                    led_output_1 <= 0;
                end
            end
        endcase
    end
end
reg [1:0] state_2;
reg [25:0] counter_2;
always @(posedge clk or negedge reset_n) begin
    if (!reset_n) begin
        state_2 <= WAITING;
        counter_2 <= 0;
        led_output_2 <= 0;
    end else begin
        case (state_2)
            WAITING: begin
                if (pir_input_2) begin
                    state_2 <= DETECTED;
                    led_output_2 <= 1;
                    counter_2 <= HOLD_TIME;
                end
            end
            DETECTED: begin
                if (!pir_input_2) begin
                    state_2 <= LED_ON_HOLD;
                end
            end
            LED_ON_HOLD: begin
                if (counter_2 > 0)
                    counter_2 <= counter_2 - 1;
                else begin
                    state_2 <= WAITING;
                    led_output_2 <= 0;
                end
            end
        endcase
    end
end
endmodule
</file>
<file path="design/flow/run.sh">
#!/bin/bash
# OpenROAD 26Q1-2900-gdf79404cd8, Yosys 0.63+post, stock flow scripts
make -C /OpenROAD-flow-scripts/flow DESIGN_CONFIG=/design/flow/config.mk WORK_HOME=/design/flow/orfs finish
</file>
==> out/metrics.csv <==
metric,value,unit
area delta synth->final,10.57,%
reg2reg start,counter_2[0],
switching share of power,39.55,%
DRT Wirelength,6607,um
ranking of synthesized cells by area,"dfrtp_1, or4_1, o31ai_1",
# port buffers,5,
Flops after synth,60,
most common cell in the netlist,dfrtp_1,
FP Rows,28,
number of cells in Yosys stat,338,
cell area after synthesis,0.003221,mm^2
Finished Layout Cells,426,
slew at the pin closest to its max-slew limit,0.8157,ns
CP endpoint kind,flop,
Yosys warning count,1,
Mapped Avg Cell Area,9.528,um^2
H-Tree Depth,3,
Final TNS setup,0,ns
Final Setup Violations,0,
Net Switching,1.183,mW
"Slew Viols, Final",0,
DRT Pass-1 Iters,6,
Placer Congestion,0.8318,
DRC,0,
"CTS clk-pin slew, worst paths",0.07,ns
number of max-cap violations,0,
global-route wire length before repair,11300,um
Final Hold Fails,0,
vias per cell,6.113,
Clock Power Share,22.7,%
vias in the first global route,2462,
drt wl/cell,15.51,um
number of post-CTS setup repair buffers,0,
layout cells sized above 1,10.54,%
Synth async-reset ratio,100.0,%
CTS max path bufs,2,
CTS sink count,60,
later-pin clock latency in the skew report,0.33,ns
die width,82.26,um
Max Freq,0.3623,GHz
Fillers,509,
fin crit share,78.86,%
Critical Path Start,counter_2[0],
Crit Path Max Fanout,10,
# IOs,6,
post-CTS sizing,0,
"Seq share, synth",46.70,%
TritonCTS buffer count,9,
clk root buf,clkbuf_8,
result of the run,finished clean,
DP HPWL,4468,um
cell internal pwr,1.809,mW
Yosys chip area,0.003221,mm^2
Final ANT Viol Nets,0,
"EDFF count, synth",0,
Max Clock Skew,0.008597,ns
worst vdd ir,454.6,uV
HP Class,input port to async pin,
leading cell types by count after synthesis,"dfrtp_1, o21ai_0, or4_1",
core area,0.006061,mm^2
cell taking the most area after synthesis,dfrtp_1,
CTS tree,built,
Hold Buf Count CTS,0,
RSZ-0062 raised after global routing,no,
fin crit period,2.760,ns
Crit path arrival time,3.01,ns
die height,82.26,um
part of the power in registers,40.3,%
initial DRC count,71,
combinational power share,37.0,%
WS Path Type,flop to flop,
via count,2604,
die area,0.006766,mm^2
antenna violations before repair,0,
synth unique cells,46,
tool warnings,27,
synthesized netlist cell count,338,
GRT Total Usage,22.64,%
required time of the critical path,3.75,ns
pin count of the biggest net entering global routing,49,
# diodes,0,
Dominant cell area share,45.07,%
dpl cells,410,
Critical Path Source Type,flop,
main flop type,dfrtp_1,
grt total ovfl,0,
leakage,1.512,nW
total power divided by cell area,840.4,mW/mm^2
Max-slew headroom,45.42,%
Pre-Place Util,53.14,%
per-layer routing:
layer | vias up | global-route usage [%] | share of wire, %
li1 | 1312 | - | -
met1 | 1270 | 31.49 | 48
met2 | 17 | 39.01 | 49
met3 | 5 | 4.459 | 2.5
met4 | 0 | 2.456 | 0.95
met5 | - | 0 | 0
worst paths after layout:
check                      slack [ns]            end  cells past startpoint
max                              0.74   counter_2[3]                      7
min                              0.24  counter_2[12]                      1
max reg2reg                      0.74   counter_2[3]                      7
min reg2reg                      0.49     state_1[2]                      1
max in group asynchronous        2.37  counter_1[14]                      2
min in group clk0                0.49     state_1[2]                      1
power groups by stage:
stage / logic (mW) / clock network, mW / registers (mW)
4_1_cts: 1.11 / 0.699 / 1.20
5_1_grt: 1.25 / 0.722 / 1.26
6_report: 1.11 / 0.678 / 1.21
flip-flops by register name (all words and copies together), names as in the netlist:
signal	cells
counter_1	26
counter_2	26
state_1	3
state_2	3
led_output_1	1
led_output_2	1
logic make-up (layout without fill, tap and decap cells):
family          Yosys count  after routing  synth area share (%)
simple gates            151            151                 28.17
compound gates           85             85                 16.78
flops                    60             60                 46.70
buf+inv                  23             36                 2.797
xor+xnor                 13             13                 3.535
mux                       4              4                 1.243
fa+ha+maj                 2              2                0.7769
through the flow:
stage	util, %	power [mW]	instance area [um^2]	hold WS, ns	setup WS [ns]
floorplan	-	2.039	3221	0.4044	0.8962
global placement	55.18	2.297	3344	0.4848	0.7478
detailed placement	55.18	2.309	3344	0.4794	0.6479
CTS	58.75	3.009	3561	0.2278	0.7384
global route	58.75	3.232	3561	0.2489	0.5874
finish	58.75	2.993	3561	0.2362	0.7398
worst max-delay path, stage by stage (launching register included):
cell and delay, ns:
dfrtp_1 0.41, inv_1 0.07, ha_1 0.16, or3b_1 0.44
or4_1 0.67, o21ai_1 0.58, o21ai_0 0.19, a21oi_1 0.15
layout by cell type (no fill, tap or decap), drive strengths merged, types with 3 or more instances in the layout:
master | Yosys | final
inv | 10 | 10
clkbuf | 10 | 11
buf | 3 | 6
clkdlybuf4s50 | 0 | 4
and4 | 4 | 4
nor3 | 7 | 7
nand4 | 4 | 4
nand2 | 21 | 21
a31oi | 7 | 7
nor4 | 13 | 13
dfrtp | 58 | 58
xor2 | 10 | 10
or3 | 19 | 19
xnor2 | 3 | 3
o21a | 4 | 4
nand2b | 6 | 6
o211ai | 3 | 3
or2 | 5 | 5
nor2 | 19 | 19
or3b | 3 | 3
or4 | 25 | 25
clkinv | 0 | 3
a21oi | 17 | 17
mux2i | 4 | 4
o31ai | 19 | 19
nand3 | 15 | 15
o21ai | 25 | 25
or4b | 3 | 3
cell type report:
cell class / instances / area, um^2 / share of cell area, %
multi-input cells: 255 / 1627 / 45.68
flip-flops and latches: 60 / 1504 / 42.23
clock buffers: 11 / 141.4 / 3.970
well taps: 75 / 93.84 / 2.635
repair buffers: 10 / 82.58 / 2.319
clock inverters: 5 / 75.07 / 2.108
inverters: 10 / 37.54 / 1.054
No activity file was given, so power comes from the tool's default toggle rates.
