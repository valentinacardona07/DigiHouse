==> ./design.v <==
module StepperControl(
    input clk,                    
    input [1:0] switch_pos,       
    input stop_Up,                
    input stop_Down,              
    output reg [3:0] step_out     
);
    parameter STEP_DELAY = 100_000;  
    reg [22:0] step_timer = 0;        
    reg [2:0] step_index = 0;         
    reg [3:0] step_sequence [0:7];
    initial begin
        step_sequence[0] = 4'b1000;  
        step_sequence[1] = 4'b1100;  
        step_sequence[2] = 4'b0100;  
        step_sequence[3] = 4'b0110;  
        step_sequence[4] = 4'b0010;  
        step_sequence[5] = 4'b0011;  
        step_sequence[6] = 4'b0001;  
        step_sequence[7] = 4'b1001;  
    end
    always @(posedge clk) begin
        if (step_timer >= STEP_DELAY) begin
            step_timer <= 0;
            case (switch_pos)
                2'b01: begin
                    if (stop_Up != 0) begin
                        if (step_index < 7)
                            step_index <= step_index + 1;
                        else
                            step_index <= 0;
                    end
                end
                2'b10: begin
                    if (stop_Down != 0) begin
                        if (step_index > 0)
                            step_index <= step_index - 1;
                        else
                            step_index <= 7;
                    end
                end
                default: begin
                    step_index <= step_index;
                end
            endcase
        end else begin
            step_timer <= step_timer + 1;
        end
        step_out <= step_sequence[step_index];
    end
endmodule
==> ./run.sh <==
#!/bin/bash
# OpenROAD 26Q1-2900-gdf79404cd8, Yosys 0.63+post, stock flow scripts
make -C /OpenROAD-flow-scripts/flow DESIGN_CONFIG=/design/flow/config.mk WORK_HOME=/design/flow/orfs finish
==> ./config.mk <==
export PLATFORM = sky130hd
export DESIGN_NAME = StepperControl
export DESIGN_NICKNAME = StepperControl
export VERILOG_FILES = /design/flow/design.v
export SDC_FILE = /design/flow/constraint.sdc
export NUM_CORES = 4
export LEC_CHECK = 1
export CORE_AREA = 10 10 89 89
export DIE_AREA = 0 0 99 99
==> ./constraint.sdc <==
current_design StepperControl

set clk_period 3.4
set clk_io_pct 0.2

create_clock -name clk0 -period $clk_period [get_ports {clk}]

set non_clock_inputs [all_inputs -no_clocks]
set_input_delay [expr $clk_period * $clk_io_pct] -clock clk0 $non_clock_inputs
set_output_delay [expr $clk_period * $clk_io_pct] -clock clk0 [all_outputs]
==> reports/qor.yml <==
yosysCellCount: 140
finalClockPeriodUsage: 0.567
insertedDiodeCount: 0
grt_pass1_wl_um: 4330
die_w_um: 99
grt_usage: 0.0494
synth_area_leader_cell: "dfxtp_1"
initCoreUtil: 0.225
cts_setup_buffers: 0
routedWlPerCell_um: 9.94
final_area_um2: 1600
pre_cts_ws_ns: 1.17
antenna_found_initial: 0
clock_sinks: 30
cts_buffers: 5
htree_levels: 2
top_cells_by_area: "dfxtp_1 40%, xnor2_1 7.2%, nor3_1 6.7%"
synthTopLogicFamily: "simple AND/OR/NAND/NOR gates"
yosys_warnings: 1
grt_max_degree: 19
die-area_um2: 9800
xor_share: 0.0847
setup_viol: 0
outcome: "completed"
aoi_share: 0.0753
irDropWorstVdd_mv: 0.166
critical_path_class: "input port to register"
ys_sh_adder: 0.0651
io_pins: 9
ant_nets: 0
finClkSkew_ns: 0.00770
leakagePower_nw: 0.512
arrival_ns: 1.93
end_kind: "register"
worstMarginPinSlew_ns: 0.652
dpl_cell_area_um2: 1510
grt-ovfl-total: 0
dr.pass1.iters: 4
ys_sh_simple: 0.247
clk_pin_slew_ns: 0.07
async_flop_share: 0
ys_sh_mux: 0.00837
yosysChipArea_um2: 1350
finalCriticalPeriod_ns: 1.93
fin_cells: 232
totalWireLength_um: 2310
portBuffers: 8
vias: 976
clk_latency_ns: 0.28
worst_hold_slack_ns: 0.531
fin_util: 0.267
cp_max_fo: 3
layout_setup_ws_ns: 1.47
finalHoldViolCount: 0
power.total_uw: 730
slew_headroom: 0.564
cts_resized: 0
drc: 0
fp.dieH_um: 99
p_per_area_nw_per_um2: 456
netlist_instances: 140
fp-row-count: 28
finalMaxSlewViolations: 0
syn_area_per_cell_um2: 9.61
required_ns: 3.40
ys_seq_frac: 0.469
cp-start-kind: "input port"
clock_path_buffers: 2
root_buffer: "clkbuf_8"
dp_hpwl_um: 1570
synth-edff-count: 3
rsz0062_at_grt: "false"
log.warning_count: 30
dp.cells: 224
flop_cell: "dfxtp_1"
top_area_frac: 0.402
drive_gt1_frac: 0.0955
ys_ff: 30
viasPerCell: 4.21
drtIter0Drc: 77
maxCapViolations: 0
core_um2: 5990
syn_area_um2: 1350
setup_tns_ns: 0
gp_congestion: 0.835
cts_tree: "done"
cts_hold_buf: 0
fillers: 607
fmax_mhz: 519
hold_class: "register to register"
synthToLayoutAreaGrowth_pct: 19.1
yosysUniqueCellTypes: 35
grt_pass1_vias: 957
## Yosys cell counts (all sizes together), types with 2 or more instances
cell type / number
buf: 2
nand4: 4
nor3: 18
a21oi: 2
o21ai: 6
nand3: 7
xnor2: 11
nand2: 8
dfxtp: 27
edfxtp: 3
xor2: 2
nor2: 7
ha: 7
nor4: 8
clkbuf: 2
inv: 11
## routing by layer
metal  share of wire  up-vias  global-route usage
met5               0        -                   0
met4           0.018        0              0.0121
met3           0.033        4              0.0141
met2            0.44       14              0.0726
met1            0.51      444              0.0697
li1                -      514                   -
## logic make-up (layout without fill, tap and decap cells)
group                    count (synthesis)  in the layout
AND-OR/OR-AND                           14             14
XOR/XNOR                                13             13
adder cells (fa/ha/maj)                  7              7
buffers and inverters                   15             27
flip-flops                              30             30
multiplexers                             1              1
other                                    1              6
AND/OR/NAND/NOR                         59             59
## critical path: stages
cell and delay [ns]:
clkdlybuf4s50_1 0.48, inv_1 0.04, ha_1 0.28, a21oi_1 0.10, o21ai_0 0.08, o21ba_2 0.27
## cells in the final DEF (no fill, tap or decap), drive strengths merged, types with 7 or more instances in the layout
master,count
nand3,7
ha,7
nor2,7
nor3,18
dfxtp,27
inv,11
nor4,8
xnor2,11
nand2,8
clkdlybuf4s50,8
## flip-flops by register name, summed over array words and instances, names as in the netlist
name and cells:
step_timer 23, step_out 4, step_index 3
## power breakdown
group / switching, mW / internal [mW] / total, mW
Sequential: 0.0102 / 0.379 / 0.389
Combinational: 0.0227 / 0.0378 / 0.0605
Clock: 0.137 / 0.144 / 0.280
## path summary, 6_finish.rpt
check | start | endpoint | slack (ns) | cells past startpoint
min reg2reg | step_index[1]$_DFFE_PP_ | step_out[3]$_DFF_P_ | 0.53 | 1
max reg2reg | step_timer[5]$_SDFF_PP0_ | step_index[0]$_DFFE_PP_ | 1.49 | 4
min | step_index[1]$_DFFE_PP_ | step_out[3]$_DFF_P_ | 0.53 | 1
max | switch_pos[0] | step_index[0]$_DFFE_PP_ | 1.47 | 6
## final cells by class
class / count / area [µm²] / area share
timing repair buffer: 8 / 80.1 / 0.0500
sequential: 30 / 631 / 0.394
clock buffer: 6 / 72.6 / 0.0453
multi-input combinational: 100 / 668 / 0.417
inverter: 11 / 41.3 / 0.0258
clock inverter: 2 / 15.0 / 0.00937
tap: 75 / 93.8 / 0.0586
Power and IR drop assume default switching activity.
